**design/flow/run.sh**
```bash
#!/bin/bash
# OpenROAD 26Q1-2900-gdf79404cd8, Yosys 0.63+post, stock flow scripts
make -C /OpenROAD-flow-scripts/flow DESIGN_CONFIG=/design/flow/config.mk WORK_HOME=/design/flow/orfs finish
```
**design/flow/config.mk**
```make
export PLATFORM = sky130hd
export DESIGN_NAME = Counter
export DESIGN_NICKNAME = Counter
export VERILOG_FILES = /design/flow/design.v
export SDC_FILE = /design/flow/constraint.sdc
export NUM_CORES = 4
export LEC_CHECK = 1
export CORE_AREA = 10 10 95 95
export DIE_AREA = 0 0 105 105
```
**design/flow/constraint.sdc**
```tcl
current_design Counter

set clk_period 5.3
set clk_io_pct 0.2

create_clock -name clk0 -period $clk_period [get_ports {Clk_in}]

set non_clock_inputs [all_inputs -no_clocks]
set_input_delay [expr $clk_period * $clk_io_pct] -clock clk0 $non_clock_inputs
set_output_delay [expr $clk_period * $clk_io_pct] -clock clk0 [all_outputs]
```
**design/flow/design.v**
```verilog
module Counter(
	input wire Clk_in,
	output reg Clk_out
);
reg [27:0] count = 0;
always @(posedge Clk_in)
	begin
		if (count > 50_000_000)
			begin
				count <= 0;
			end
		else
			begin
				if (count > 25_000_000)
					Clk_out <= 0;
				else
					Clk_out <= 1;
				count <= count + 1;
			end
	end
endmodule
```
==> qor.txt <==
Hold Crit Start = count[0]
Post-CTS resize count = 0
CTS tree = built
Iter 0 DRT Violations = 120
Hold EP = count[0]
Clock skew = 3.50 ps
Routability congestion estimate = 0.857
Crit-path max FO = 14
Switching part of the total = 23.6%
Worst vdd ir = 0.112 mV
Yosys chip area = 1720 um^2
Status = completed
Worst reg-to-reg path cell count = 5
Initial antenna violation count = 0
Gr ovfl total = 0
Clock network power share = 40.5%
Non-Filler Instances = 271
Pint = 0.343 mW
# H-tree levels = 2
Setup Buffers After CTS = 0
Max_cap viols = 0
Via count = 1387
AO/OA Area Share = 24.6%
Die area = 11000 um^2
Reg2reg start = count[16]
YS warnings = 1
Site row count = 30
Ys async rst share = 0%
Min Tclk post-route = 2380 ps
DP HPWL = 2530 um
Clk sinks = 29
Leak Pwr = 0.528 nW
Startpoint Class = flip-flop
Number of global-route vias before repair = 1259
Power Density = 245 nW/um^2
Final Cycle Share = 44.8%
Crit path kind = flip-flop to flip-flop
Hold Fails Final Rpt = 0
RSZ-0062 raised after global routing = no
Total GRT Usage = 6.41%
Simple-gate area share of the yosys netlist = 25.5%
Logic pwr share = 7.0%
Post-synthesis xor/xnor area fraction = 5.61%
Num CTS Buffers = 5
Hold_buf cts = 0
Top non-seq family = simple AND/OR/NAND/NOR gates
CTS root buffer = clkbuf_8
CP arrival = 2530 ps
Hold WC Path Type = flip-flop to flip-flop
Fmax = 421 MHz
Fin. max-slew vios = 0
Slew HR = 47.0%
R2R Path End = count[24]
Vias per inst = 5.12
FP Util = 24.9%
Final core area utilization = 26.6%
Post-synth EDFFs = 1
Seq share, synth = 34.4%
R2r setup slk = 2920 ps
Mapped Cells = 180
Cell Type Count = 44
Final setup vio count = 0
Final total power = 0.449 mW
PortBufs = 1
Flop pwr share = 52.5%
Layout cell share with drive strength beyond 1 = 17.1%
CTS max path bufs = 2
Largest net degree at the start of global routing = 15
Routed WL = 3570 um
Post-DRT Antenna Nets = 0
Adder Area Share = 1.46%
Area of the mapped netlist = 1720 um^2
Area delta synth->final = 6.85%
Synthesized area per cell = 9.54 um^2
Mux share = 0%
Routed len/inst = 13.2 um
Yosys stat cell total = 180
Global-route wire length before repair = 6070 um
Core area = 6910 um^2
Worst slew pin tran = 776 ps
Clk slew on worst S/H paths = 60 ps
DRC errors left = 0
CP required = 5450 ps
Die H = 105 um
OpenROAD warnings = 26
Worst hold slack = 488 ps
Inserted Diodes = 0
Critical Path Sink Type = flip-flop
Sw power = 0.106 mW
Synth flops = 29
Commonest flop = dfxtp_1
Horiz. Die Dim = 105 um
Hold Crit Depth = 1
1st-pass router iterations = 5
Cells after DPL = 264
Late-Pin Clk Latency = 280 ps
Io pins = 2
Setup_tns = 0 ps
## sequential cells by signal (all words and copies together) (netlist names)
signal / count
count: 28
Clk_out: 1
## Yosys cell counts (all sizes together), types with 4 or more instances
cell type	count	area [um^2]
and3	4	25.0
nand2	9	33.8
xor2	10	87.6
nand3	10	55.1
nand4	12	75.1
or3	4	25.0
nor3	5	25.0
dfxtp	28	561
inv	4	15.0
o31ai	9	67.6
a22oi	11	108
o21ai	4	20.0
buf	15	121
or4	12	90.1
a21oi	13	110
## metal layers
metal	vias to the layer above	wire length (um)	global-route usage [%]
met5	-	0	0
met4	0	48	0.784
li1	685	-	-
met2	19	1640	9.61
met1	678	1770	9.26
met3	5	123	1.74
## metrics by stage
stage,area [um^2],worst slack (ps)
after floorplan,1720,3430
after global placement,1750,2940
after detailed placement,1750,2910
after CTS,1830,2920
after global routing,1830,2690
final,1830,2920
## logic make-up after synthesis
logic type	after synthesis
other cells	1
buf+inv	20
flops	29
fa+ha+maj	2
simple gates	68
compound gates	49
xor+xnor	11
## placed cells by master, fill, tap and decap left out, drive strengths merged, types with 2 or more instances in the layout
| cell type | n |
|---|---|
| dfxtp | 28 |
| a21oi | 13 |
| nand4 | 12 |
| or4 | 12 |
| a22oi | 11 |
| xor2 | 10 |
| nand3 | 10 |
| nand2 | 9 |
| o31ai | 9 |
| clkbuf | 7 |
| nor3 | 5 |
| inv | 4 |
| and3 | 4 |
| or3 | 4 |
| o21ai | 4 |
| nor4b | 2 |
| a2111oi | 2 |
| and4 | 2 |
| o21a | 2 |
| a2bb2oi | 2 |
| ha | 2 |
| conb | 2 |
| buf | 2 |
| nor4 | 2 |
| a211oi | 2 |
## final cells by class
type / count / area [um^2]
Tap cell: 96 / 120
Clock buffer: 7 / 86.3
Sequential cell: 29 / 591
Fill cell: 764 / 5070
Timing Repair Buffer: 3 / 25.0
Multi-Input combinational cell: 132 / 997
Inverter: 4 / 15.0
## critical path, cell delays in order, from the launching register on
cell and delay (ps):
dfxtp_1 510, nand2_1 120, a311o_1 410, a211oi_4 710
buf_4 370, a22oi_1 120
## power groups by stage
stage | sequential (mW) | clock [mW] | combinational [mW]
4_1_cts | 0.236 | 0.188 | 0.0318
5_1_grt | 0.237 | 0.200 | 0.0357
6_report | 0.236 | 0.182 | 0.0315
## worst max-delay path by stage
stage | startpoint | end | slack (ps)
finish | count[16] | count[24] | 2920
global route | count[24] | count[23] | 2690
CTS | count[16] | count[24] | 2920
Power and IR drop assume default switching activity.

==> design/flow/design.v <==
module ALU_n_bit
#(parameter n = 4)
(
	input 		[(n-1):0] A, B, 
	input			CB_in,
	input			[2:0] Mode,
	output reg 	[(n-1):0] Result,
	output reg	CB_out
);
	always @(*)
	begin
		case (Mode)
			3'b000 :	
				begin
					Result = A + B + CB_in;
					CB_out = (A + B + CB_in) > ((2**n) - 1);
				end
			3'b001 :
				begin
					Result = ((A + CB_in) < B) ? (B - (A + CB_in)) : ((A + CB_in) - B);
					CB_out = ((A + CB_in) < B) ? 1'b1 : 1'b0;
				end
			3'b010 :
				begin
					Result = A & B;
					CB_out = 0;
				end
			3'b011 :
				begin
					Result = A | B;
					CB_out = 0;
				end
			3'b100 :
				begin
					Result = (A ^ B);
					CB_out = 0;
				end
			3'b101 :
				begin
					Result = ~A;
					CB_out = 0;
				end
			3'b110 :
				begin
					Result = A + 1;
					CB_out = (A == ((2**n) - 1));
				end
			3'b111 :
				begin
					Result = (A < 1) ? (1 - A) : (A - 1);
					CB_out = (A < 1) ? 1'b1 : 1'b0;
				end
		endcase
	end
endmodule
==> design/flow/run.sh <==
#!/bin/bash
# OpenROAD 26Q1-2900-gdf79404cd8, Yosys 0.63+post, stock flow scripts
make -C /OpenROAD-flow-scripts/flow DESIGN_CONFIG=/design/flow/config.mk WORK_HOME=/design/flow/orfs finish
==> design/flow/config.mk <==
export PLATFORM = sky130hd
export DESIGN_NAME = ALU_n_bit
export DESIGN_NICKNAME = ALU_n_bit
export VERILOG_FILES = /design/flow/design.v
export SDC_FILE = /design/flow/constraint.sdc
export NUM_CORES = 4
export LEC_CHECK = 1
export CORE_AREA = 10 10 92 92
export DIE_AREA = 0 0 102 102
==> design/flow/constraint.sdc <==
current_design ALU_n_bit

set clk_period 2.8
set clk_io_pct 0.2

create_clock -name clk0 -period $clk_period

set non_clock_inputs [all_inputs -no_clocks]
set_input_delay [expr $clk_period * $clk_io_pct] -clock clk0 $non_clock_inputs
set_output_delay [expr $clk_period * $clk_io_pct] -clock clk0 [all_outputs]
==> notes.md <==
The tools report the number of buffers inserted for hold repair after clock tree synthesis as 0. The kind of launch point of the worst setup path was a primary input. Cell area after synthesis: 1140 um2.

The report lists the number of standard-cell rows as 29. The design draws 399 uW. The kind of cell adding the most delay to the critical path is adder cells.

In this run the biggest area consumer among cell types represents 27.4% of the synthesized area. The final reports fail on setup timing. The master of the slowest instance on the critical path was fa_2.

The total die size was 10,400 um2; the synthesized area per cell was 7.47 um2. The global routing report lists combined usage of all routing layers as 7.71%. The critical path maximum fanout is 2. In the final report, the number of endpoints failing setup comes to 4. Leakage power: 0.938 nW. The run gives 1,332 for the number of global-route vias before repair. The met1 track demand over resource is 11.0%, and the first-pass GRT wire length is 6580 um.

The kind of end point of the critical path is a primary output. The share of the Yosys chip area taken by registers is 0%. After global routing the overflow that remains totals 0. The OpenROAD report gives the critical path a required time of 2240 ps. 0 antenna diodes ended up in the layout. Final wirelength: 3990 um.

The post-synthesis cell count from yosys is 153, and the tally of unique sky130hd cells used after synthesis is 43. After routing, the total negative slack on setup checks comes to -456 ps. The initial antenna violation count is 0, and the normalized max-slew margin is 74.6%.

Counting pins that exceed their max-slew limit in the final report gives 0. The height of the chip was 102 um. The slew of the pin with the lowest slew margin works out to 371 ps. The number of clock buffers in the layout came out at 0. Setup repair after global routing could not meet its margin everywhere. For reference, the critical path cell chain is buf_8 > ha_4 > inv_2 > ha_4 > fa_2 > o21ai_4 > buf_6 > buf_6 > mux2i_1 > nand2_1 > o211ai_1 > buf_2. The pin count of the biggest net entering global routing was 17; the detail-routed net length per standard cell was 13.3 um.

From left edge to right edge, the die measures 102 um. The area growth from synthesis to layout is 74.8%. The number of buffers and inverters on the critical path was 5; the number of remaining DRC errors was 0.

Registers take 0 um2. The final worst setup slack was -162 ps; the time the worst path needs with I/O delays and setup was 2960 ps. The run gives 410 ps for the critical path's largest stage delay. Maximum vdd drop: 0.000100 V. In the global route stage, met2 resource usage came out at 12.9%. For the count of yosys warnings during synthesis, the log shows 1.

The global router reports that the layer with the highest usage is met2. The run gives 0 as the flop count. According to the report, the first pass of detailed routing completed in 4 iterations. Per the detailed placement report, the placed cell area equals 1720 um2.

In the floorplan report the effective utilization is 17.7%. The final weighted congestion in routability-driven placement was 0.982. In this run the tool buffered the top-level ports with 17 buffer cells. After detailed routing, the number of vias per cell comes to 4.49. For this run, the top clock speed supported by timing is 0.338 GHz.

According to the Yosys statistics, the synthesized design has a chip area of 1140 um2. The share of final-layout standard cells stronger than drive strength 1 works out to 47.1%. The main area contributors are ha_1, fa_1, mux2i_1. Detailed routing inserted a total of 1,347 vias. Across all stage logs, warnings added up to 47. Dividing total power by cell area gives a power density of 200 nW/um2. The logs give 109 for the iteration-0 DRC count of the detailed router and 0.886% for the met3 layer usage reported by global route. The logs give 2400 ps for the arrival time at the worst endpoint and 2000 um2 for the post-layout instance area. The final critical-path share of the clock period is 106%. The tools report the area inside the core boundary as 6460 um2. Number of instances in the synthesized netlist: 153.

In the final report, the number of hold violations comes to 0. In this run the maximum-capacitance check reported violations numbering 0. Type of the setup path with the least slack: primary input to primary output. During I/O placement, the number of pins put on the boundary was 17.

The biggest area contributor in the post-synthesis netlist is ha_1. The min-delay analysis places its worst path in the category primary input to primary output. Detailed placement ended at an HPWL of 3220 um. The run finished, with violations left.

The run gives 0 as the final antenna-violating net count.
-- cell usage in the layout, fill, tap and decap left out, types with 2 or more instances in the layout --
cell type	instances
o21ai_1	6
a21o_1	2
inv_1	11
inv_2	4
a21oi_1	3
nand2b_1	5
nand3_1	2
nor2_1	11
nor3_2	2
a31oi_1	3
buf_8	2
buf_6	8
o211ai_1	2
nand2_2	2
dlygate4sd2_1	6
o311ai_1	2
mux2i_1	6
buf_2	6
fa_2	4
nor2b_1	2
o21ai_0	4
xnor2_1	2
a21boi_0	3
ha_1	18
nand2_1	6
nor3_1	3
buf_4	53
xor2_1	3
a21oi_2	6
ha_4	6
-- final cells by class --
class	count	area, um2
fillers	655	4460
inverters	15	56.3
multi-input cells	130	1220
well taps	77	96.3
repair buffers	78	627
-- logic make-up (layout without fill, tap and decap cells) --
| kind of cell | count (synthesis) | count (layout) | share of synthesized area (%) |
|---|---|---|---|
| buffers and inverters | 23 | 93 | 9.31 |
| and+or+nand+nor | 43 | 43 | 19.6 |
| xor gates and xnor gates | 7 | 7 | 5.37 |
| muxes | 6 | 6 | 5.26 |
| AOI/OAI and AO/OA | 45 | 45 | 26.1 |
| adders and majority gates | 29 | 29 | 34.4 |
-- cells in the mapped netlist --
| cell | instances |
|---|---|
| a2111oi_0 | 1 |
| a211oi_1 | 1 |
| a21boi_0 | 3 |
| a21o_1 | 2 |
| a21oi_1 | 9 |
| a221o_1 | 1 |
| a22oi_1 | 1 |
| a311o_1 | 1 |
| a31oi_1 | 3 |
| a41oi_1 | 2 |
| and2_1 | 1 |
| and2b_1 | 1 |
| and3_1 | 1 |
| buf_2 | 4 |
| buf_4 | 2 |
| buf_6 | 1 |
| clkbuf_1 | 1 |
| fa_1 | 4 |
| ha_1 | 25 |
| inv_1 | 15 |
| mux2i_1 | 6 |
| nand2_1 | 8 |
| nand2b_1 | 5 |
| nand2b_4 | 1 |
| nand3_1 | 3 |
| nor2_1 | 11 |
| nor2b_1 | 2 |
| nor3_1 | 5 |
| nor3b_1 | 2 |
| o211ai_1 | 2 |
| o21a_1 | 1 |
| o21ai_0 | 6 |
| o21ai_1 | 5 |
| o21bai_1 | 1 |
| o22ai_1 | 1 |
| o311a_1 | 1 |
| o311ai_1 | 2 |
| o31ai_1 | 1 |
| o32ai_1 | 1 |
| or2b_1 | 1 |
| or3_1 | 2 |
| xnor2_1 | 3 |
| xor2_1 | 4 |
-- what timing repair did --
action,4_1_cts,5_1_grt
setup buffers,10,3
resized,82,11
pin swaps,23,18
hold endpoints to repair,0,0
setup endpoints to repair,5,5
-- routing by layer --
| metal | vias up | routed length, um |
|---|---|---|
| met5 | - | 0 |
| met4 | 0 | 28 |
| met3 | 2 | 153 |
| met2 | 27 | 1800 |
| met1 | 629 | 2010 |
| li1 | 689 | - |
-- worst paths after layout --
check  slack (ps)     from  cells after the start        end
max          -160    CB_in                     12  Result[1]
min          1690  Mode[1]                      4  Result[0]
-- stage by stage --
| step | hold slack [ps] | worst slack (ps) | std cells | util, % |
|---|---|---|---|---|
| 2_1_floorplan | 1330 | 11.7 | 153 | - |
| 3_3_place_gp | 2220 | -1210 | 287 | 26.7 |
| 3_5_place_dp | 2220 | -1190 | 287 | 26.7 |
| 4_1_cts | 1850 | -209 | 297 | 30.1 |
| 5_1_grt | 1760 | -278 | 300 | 30.9 |
| 6_report | 1690 | -162 | 300 | 30.9 |
-- worst min-delay path, stage by stage --
cell           delay, ps
dlygate4sd2_1        260
o311ai_1             100
a41oi_1              120
clkbuf_2              90
-- power breakdown --
| group | internal (mW) | switching, mW |
|---|---|---|
| clock | 0 | 0 |
| sequential | 0 | 0 |
| combinational | 0.219 | 0.179 |
Power is estimated from default activity; no workload was simulated.

## /design/flow/config.mk

```make
export PLATFORM = sky130hd
export DESIGN_NAME = FourBitAdder
export DESIGN_NICKNAME = FourBitAdder
export VERILOG_FILES = /design/flow/design.v
export SDC_FILE = /design/flow/constraint.sdc
export NUM_CORES = 4
export LEC_CHECK = 1
export CORE_AREA = 10 10 70 70
export DIE_AREA = 0 0 80 80
```

## /design/flow/constraint.sdc

```tcl
current_design FourBitAdder

set clk_period 3.8
set clk_io_pct 0.2

create_clock -name clk0 -period $clk_period

set non_clock_inputs [all_inputs -no_clocks]
set_input_delay [expr $clk_period * $clk_io_pct] -clock clk0 $non_clock_inputs
set_output_delay [expr $clk_period * $clk_io_pct] -clock clk0 [all_outputs]
```

## /design/flow/design.v

```verilog
module FourBitAdder(A, B, C_in, S, C_out);
	input			[3:0] A, B;
	input 		C_in;
	output		[3:0] S;		
	output		C_out;
	wire			w1, w2, w3;
	FullAdder	FA1(A[0], B[0], C_in, S[0], w1);
	FullAdder	FA2(A[1], B[1], w1, S[1], w2);
	FullAdder	FA3(A[2], B[2], w2, S[2], w3);
	FullAdder	FA4(A[3], B[3], w3, S[3], C_out);
endmodule
module HalfAdder (x, y, C, S);
	input x, y;
	output C, S;
	xor X1 (S, x, y);
	and A1 (C, x, y);
endmodule
module FullAdder (A, B, C_in, S, C_out);
	input			A, B, C_in;
	output		C_out, S;
	wire 			w1, w2, w3;
	HalfAdder	HA1(A, B, w1, w2);
	HalfAdder	HA2(w2, C_in, w3, S);
	or			orGate(C_out, w1, w3);
endmodule
```

## /design/flow/run.sh

```bash
#!/bin/bash
# OpenROAD 26Q1-2900-gdf79404cd8, Yosys 0.63+post, stock flow scripts
make -C /OpenROAD-flow-scripts/flow DESIGN_CONFIG=/design/flow/config.mk WORK_HOME=/design/flow/orfs finish
```

==> ds_physical_params.txt <==
Implementation parameters

Parameter                              Value

Layout
  Fraction of layout instances using a drive strength above 1    0.2857
  Sequential cell count    0
  Clock buffer cells    0
  Sequential cell area    0 sq um
  Area growth, synth to finish    117.8%

Floorplan
  Placeable Area    approximately 0.0034 sq mm
  Die span in y    80 um
  Total I/O pin count    14
  Share of the core filled by cells before placement    0.04322
  Die width    80 um
  FP Rows    21
  Area of the chip    around 0.0064 sq mm

Route
  Vias after detailed routing    120
  Top routing layer used    met3
  Post-route ant nets    0
  Antenna fix cells    0
  DRC violation count after routing    0
  Detailed-route wire length per cell    5.865 um
  Met3 WL post-DR    roughly 120 um
  Via count normalized by instance count    1.622
  Aggregate routed wire length    between 400 and 500 um
  Routed wire length on met2    82 um
  Number of DRC markers after the initial detailed-route iteration    0
  Number of optimization iterations in the first detailed-route pass    1
  Met1 routed wirelength after detailed routing    230 um

Synth
  Mean area per synthesized cell    8.202 sq um
  Count of mapped cells out of synthesis    18
  Share of the synthesized area in the top cell type    0.5424
  Sequential fraction of the synthesis area    0
  Count of instantiated cells in the yosys netlist    18
  Chip area in the Yosys report    about 150 sq um
  Main area contributors after synthesis    sky130_fd_sc_hd__fa_1 54%, sky130_fd_sc_hd__inv_1 25%, sky130_fd_sc_hd__buf_4 20%
  Cell taking the most area after synthesis    sky130_fd_sc_hd__fa_1
  Count of warnings emitted by yosys    0
  Post-Syn Area    about 150 sq um
  Number of distinct library cells after synthesis    3

Place
  Post-detailed-placement half-perimeter wirelength    401.9 um
  GPL Wtd Cong    ~0.78
  Port Buffers    14

Critical path
  Critical Setup Path Class    in2out
  Signal arrival time at the worst endpoint    2930 ps
  Largest stage delay on the critical path    460 ps
  Crit path required time    roughly 3000 ps
  Destination of the critical timing path    C_out
  Critical path's slowest cell    sky130_fd_sc_hd__clkdlybuf4s50_1
  CP Max Fanout    1
  CP endpoint kind    output port
  Crit path cell chain    clkdlybuf4s50_1 -> inv_1 -> fa_2 -> inv_2 -> fa_2 -> fa_2 -> inv_2 -> fa_2 -> inv_1 -> clkdlybuf4s50_1
  Crit-path most repeated cell    sky130_fd_sc_hd__fa_2
  Startpoint type of the worst setup path    primary input
  CP startpoint    B[0]

Final timing
  Worst Max-Slew Pin Slew    98.35 ps
  Top achievable clock speed    270.9 MHz
  Post-route fraction of the period consumed by the critical path    0.9715
  Final setup vio count    0
  Time the worst path needs with I/O delays and setup    roughly 3700 ps
  Number of failing hold endpoints at the final stage    0
  Setup total negative slack    0 ps
  Setup repair after global routing missed its margin    no
  Number of slew-limit violations in the final report    0
  Relative slew slack    0.9342

Power
  Power after layout    0.03744 mW
  Static leakage power    0.1337 nW
  Power density over the cells    between 100 and 150 mW/mm^2
  VDD IR max    roughly 32 uV

CTS
  Hold buffers post-CTS    0
  Setup bufs post-CTS    0

Flow run
  Max-cap violation count    0
  Tool Warnings    32

Global routing
  Final global-route overflow total    0
  Vias in the first global route    168
  Initial antenna violation count    0
  Global routing usage summed across all routing layers    0.01393
  Wire length of the first global-routing pass    slightly above 700 um
  Largest net degree at the start of global routing    2

Run status
  Result of the run    completed

Min path
  Worst min path class    in2out
cells in the mapped netlist (all sizes together):
cell,instances
inv,10
buf,4
fa,4
power by group:
part	total [mW]	switching, mW	internal, mW
Sequential	0	0	0
Clock	0	0	0
Combinational	0.0374	0.0115	0.0259
Total	0.0374	0.0115	0.0259
stage by stage:
stage	area (sq um)	util	hold slack, ps	std cells	setup WS [ps]
after floorplan	147.6	-	1737	18	703.2
after global placement	315.3	0.09231	2562	74	-186.5
after detailed placement	315.3	0.09231	2589	74	-192.9
after CTS	319.1	0.09341	2409	74	10.87
after global routing	321.6	0.09414	2510	74	1.138
final	321.6	0.09414	2432	74	108.2
cell type report:
type	count	area, sq um
Tap cell	46	57.56
Fill cell	412	3094
Inverter	10	37.54
Multi-Input combinational cell	4	90.09
Timing Repair Buffer	14	136.4
kinds of logic after synthesis:
logic type	Yosys count	synth area share
fa+ha+maj	4	0.5424
buf+inv	14	0.4577
worst max-delay path: cells and delay by family:
family,cells,cell delay (ps)
buf+inv,6,1120
fa+ha+maj,4,1050
layout by cell type (no fill, tap or decap), drive strengths merged:
cell type and count:
dlygate4sd2 3, fa 4, clkdlybuf4s50 11, inv 10
timing repair:
| item | in CTS | in global routing |
|---|---|---|
| endpoints found under the setup margin | 2 | 1 |
| gates resized | 10 | 1 |
| pin swaps | 4 | 2 |
| gates cloned | 0 | 0 |
how the worst min path moves through the flow:
stage | start | end | slack, ps | depth (start not counted)
finish | B[3] | S[3] | 2430 | 5
CTS | B[3] | S[3] | 2410 | 5
global route | C_in | S[0] | 2510 | 5
routing by layer:
layer | global-route usage | up-vias
met4 | 0 | 0
met2 | 0.01605 | 14
met3 | 0.01136 | 0
li1 | - | 60
met5 | 0 | -
met1 | 0.02009 | 46
No activity file was given, so power comes from the tool's default toggle rates.
